### constraint.sdc
current_design uart_rx

set clk_period 3.1
set clk_io_pct 0.2

create_clock -name clk0 -period $clk_period [get_ports {sclk}]

set non_clock_inputs [all_inputs -no_clocks]
set_input_delay [expr $clk_period * $clk_io_pct] -clock clk0 $non_clock_inputs
set_output_delay [expr $clk_period * $clk_io_pct] -clock clk0 [all_outputs]
### design.v
module uart_rx(
	input	wire 				sclk,
	input	wire 				rst_n,
	input	wire 				rx,
	output	reg 	[7:0]		po_data,
	output	reg 				po_flag
	);
parameter 	CNT_BAUD_MAX = 5207;
parameter	CNT_HALF_BAUD_MAX = 2603;
reg 			rx1,rx2,rx2_reg;
reg 			rx_flag;
reg 	[12:0]	cnt_baud;
reg 			bit_flag;
reg 	[3:0]	bit_cnt;
always @(posedge sclk) begin
	{rx2_reg,rx2,rx1}<={rx2,rx1,rx};
end
always @(posedge sclk or negedge  rst_n) begin
	if (rst_n == 1'b0) begin
		rx_flag <= 1'b0;
	end
	else if (bit_cnt == 4'd8 && bit_flag == 1'b1) begin
		rx_flag <= 1'b0;
	end
	else if (rx2_reg == 1'b1 && rx2 == 1'b0) begin
		rx_flag <= 1'b1;
	end
end
always @(posedge sclk or negedge rst_n) begin
	if (rst_n == 1'b0) begin
		cnt_baud <= 'd0;
	end
	else if (rx_flag == 1'b0) begin
		cnt_baud <= 'd0;
	end
	else if (rx_flag == 1'b1 && cnt_baud == CNT_BAUD_MAX) begin
		cnt_baud <= 'd0;
	end
	else if (rx_flag == 1'b1) begin
		cnt_baud <= cnt_baud + 1'b1;
	end
end
always @(posedge sclk or negedge rst_n) begin
	if (rst_n == 1'b0) begin
		bit_flag <= 1'b0;
	end
	else if (rx_flag == 1'b1 && cnt_baud == CNT_HALF_BAUD_MAX) begin
		bit_flag <= 1'b1;
	end
	else begin
		bit_flag <= 1'b0;
	end
end
always @(posedge sclk or negedge rst_n) begin
	if (rst_n == 1'b0) begin
		bit_cnt <= 'd0;
	end
	else if (bit_flag == 1'b1 && bit_cnt == 'd8) begin
		bit_cnt <= 'd0;
	end
	else if (bit_flag == 1'b1) begin
		bit_cnt <= bit_cnt + 1'b1;
	end
end
always @(posedge sclk or negedge rst_n) begin
	if (rst_n == 1'b0) begin
		po_data <='d0;
	end
	else if (bit_cnt >= 4'd1 && bit_flag == 1'b1) begin
		po_data <= {rx2_reg,po_data[7:1]};
	end
end
always @(posedge sclk or negedge rst_n) begin
	if (rst_n == 1'b0) begin	
		po_flag <= 1'b0;
	end
	else if (bit_cnt == 4'd8 && bit_flag == 1'b1) begin
		po_flag <= 1'b1;
	end
	else begin
		po_flag <= 1'b0;
	end
end
endmodule 
### run.sh
#!/bin/bash
# OpenROAD 26Q1-2900-gdf79404cd8, Yosys 0.63+post, stock flow scripts
make -C /OpenROAD-flow-scripts/flow DESIGN_CONFIG=/design/flow/config.mk WORK_HOME=/design/flow/orfs finish
### config.mk
export PLATFORM = sky130hd
export DESIGN_NAME = uart_rx
export DESIGN_NICKNAME = uart_rx
export VERILOG_FILES = /design/flow/design.v
export SDC_FILE = /design/flow/constraint.sdc
export NUM_CORES = 4
export LEC_CHECK = 1
export CORE_AREA = 10 10 95 95
export DIE_AREA = 0 0 105 105
==> design notes <==
By instance count after routing, the leading logic cell types are 28 x sky130_fd_sc_hd__dfrtp_1, 11 x sky130_fd_sc_hd__clkdlybuf4s50_1, 8 x sky130_fd_sc_hd__o21ai_0, 8 x sky130_fd_sc_hd__mux2_2, 7 x sky130_fd_sc_hd__nand2_1. Tightest slew margin relative to the limit: 0.560. Detailed placement finished with a half-perimeter wire length of 1.75 mm. Per the OpenROAD floorplan log, the area of the die is 0.0110 sq mm. For this design, Yosys synthesis ends with a cell count of 122. For reference, the clock transition at the flip-flops on the worst setup and hold paths is 0.06 ns. For this run the aggregate overflow at the end of global routing stands at 0. The maximum number of pins on one net before global-route repair is 29, and the I/O pin count is 12. Count of endpoints failing setup in the final report: 0. The combinational power share came out at 0.015. The logs give 1.08 ns for the minimum setup slack among reg-to-reg paths and 0 for the DRC violation count after routing. The first global-routing pass estimated 4.44 mm of wire. For the total global-route track usage, the log shows 0.0456.

The logs give 0.00148 sq mm for the synthesized cell area and 1 for the tally of yosys warning messages. The flow measured a signed area growth from synthesis to layout of 19.6%. The script logs the ratio of routed vias to standard cells as 4.20.

Largest fanout of any net on the critical path: 11. The die height was 105 microns. The number of global-route vias before repair was 914. The number of warnings reported in the stage logs is 29. The run gives 0 for the total inserted antenna cells.

The run gives 0.572 for the sequential group share of total power. TritonRoute output was used to compute an average wire per cell of 11.0 microns. For reference, the placement row count at floorplan is 30. The logs give 0 for the post-CTS setup buffer count and 122 for the cell count after synthesis. By instance count after routing, the leading logic cell type is sky130_fd_sc_hd__dfrtp_1. The run gives 0.00148 sq mm as the area figure in the yosys stat output. Critical path endpoint: cnt_baud[7]. The clock net sink count came out at 31. Power per cell area: 403 mW/mm^2. More flip-flops sit in one register than any other, and that register is cnt_baud. The worst setup path is captured at a flop. The number of antenna violations at the first check in global routing came out at 0. The area taken by sequential standard cells is reported as 761 sq um. The post-route clock period utilization is 0.651, and the number of routed nets with antenna violations is 0.

The power report lists cell-internal power as 0.000569 W. The clock reaches the later pin of the worst-skew pair after 0.27 ns. CTS placed an instance of sky130_fd_sc_hd__clkbuf_8 at the clock tree root.

Per the CTS log, the maximum H-tree level is 2. Startpoint of the worst register-to-register path: cnt_baud[0]. Detailed-route iteration 0 reported a violation count of 71. The number of search-and-repair iterations in the first detailed-routing pass came out at 4. In this run, post-CTS hold repair placed 0 buffers. The area taken by multi-input logic gates came out at 669 sq um. The flow ran to the end, and the final reports show no timing, DRC or antenna violations. The tools report the part of the power in the clock network as 0.413. The switching part of the total came out at 0.201. The type recorded for the worst min-delay path is reg2reg. With the total vias in the final route at 988, the fraction of layout cells with a size suffix above 1 is 0.180. The register with the most flip-flops in the layout has 13 of them.

Yosys reported a register bit count of 31. For the final estimated routing congestion in global placement, the log shows 0.732. The tools report the CTS buffer count as 5.

The design draws 0.000711 W. The sequential cell area fraction in the yosys report is 0.515. The tools report the startpoint class of the critical path as a flop. By startpoint and endpoint, the worst setup path is classified as reg2reg. For the data required time of the critical path, the log shows 3.22 ns. The run gives 11 for the number of port buffers. With the depth of the worst register-to-register path at 4, the synthesized area per cell is 12.1 sq um. TritonCTS built the clock tree. For the switching power, the log shows 0.000143 W. The peak clock frequency supported by timing was 495 MHz; the total of max-cap violations was 0. The synthesized design contains 0 enable-type register cells. On the final layout, the worst clock skew is 0.00588 ns. The slew at the pin with the worst max-slew slack works out to 0.655 ns. The worst VDD IR drop from the latest analysis is 0.156 mV. Looking at the reg2reg group, the worst path ends at cnt_baud[7].

Counting along the longest clock path gives a buffer depth of 2. Counting endpoints that fail hold in the final report gives 0. With the setup TNS at 0 ns, the post-route core utilization is 0.256. The number of different library cells in the post-synthesis netlist was 35. The arrival time of data at the worst endpoint is listed as 2.14 ns. The largest registers in the layout are cnt_baud: 13 flops, po_data: 8 flops, bit_cnt: 4 flops.

Fraction of the core area occupied by cells at floorplan: 0.214. The most frequently used flop master after synthesis was sky130_fd_sc_hd__dfrtp_1. Setup repair after global routing left no endpoint under its margin. Per STA, the startpoint of the critical path is cnt_baud[0].

The worst path needs 2.02 ns of the cycle, external delays included. After filler insertion, the fill cell instance count of the layout stands at 750. The report lists the number of cells resized after CTS as 0. According to the floorplan report, the die width is 105 microns. In this run the standard cell core region covers 0.00691 sq mm. The async set-or-reset flop fraction in the synthesized netlist came out at 0.903. The analysis attributes to cell leakage a power of 0.784 nW.

Pins over their slew limit in the final report were tallied at 0. Wires add up to 2.59 mm.
[worst max-delay path, cell delays in order (launching register included)]
cell and delay, ns:
sky130_fd_sc_hd__dfrtp_1 0.40, sky130_fd_sc_hd__ha_1 0.21, sky130_fd_sc_hd__or3b_2 0.50, sky130_fd_sc_hd__nor4_4 0.65, sky130_fd_sc_hd__a211oi_1 0.11
[cell families after synthesis]
logic type               after synthesis  share of synthesized area
multiplexers                           8                     0.0610
adder cells (fa/ha/maj)                6                     0.0508
flip-flops                            31                      0.515
XOR/XNOR                               4                     0.0237
AND-OR/OR-AND                         22                      0.119
buffers and inverters                  8                     0.0322
AND/OR/NAND/NOR                       43                      0.198
[through the flow]
stage,instances,hold WS [ns],setup WS [ns],cell area [sq um]
3_3_place_gp,227,0.313,1.12,1690
2_1_floorplan,122,0.310,1.41,1480
4_1_cts,235,0.334,1.07,1770
5_1_grt,235,0.337,0.947,1770
6_report,235,0.330,1.08,1770
3_5_place_dp,227,0.320,1.09,1690
[power groups by stage]
| stage | combinational, W | sequential [W] | clock [W] |
|---|---|---|---|
| 6_report | 0.0000107 | 0.000407 | 0.000294 |
| 5_1_grt | 0.0000128 | 0.000407 | 0.000328 |
| 4_1_cts | 0.0000118 | 0.000407 | 0.000313 |
[worst min path at each step]
stage     startpoint   to  slack (ns)  cells past startpoint
5_1_grt          rx1  rx2        0.34                      0
4_1_cts          rx1  rx2        0.33                      0
6_report         rx1  rx2        0.33                      0
[layer usage]
metal,track usage,wire [microns]
met4,0.00980,36
met1,0.0635,1260
met2,0.0707,1210
met3,0.0106,85
met5,0,0
[synthesized netlist by cell type, types with 2 or more instances]
master | n | share of area
sky130_fd_sc_hd__inv_1 | 5 | 0.013
sky130_fd_sc_hd__o21ai_0 | 8 | 0.027
sky130_fd_sc_hd__a211oi_2 | 2 | 0.017
sky130_fd_sc_hd__o31ai_1 | 2 | 0.010
sky130_fd_sc_hd__nand2_1 | 7 | 0.018
sky130_fd_sc_hd__xor2_1 | 2 | 0.012
sky130_fd_sc_hd__mux2_2 | 8 | 0.061
sky130_fd_sc_hd__ha_1 | 6 | 0.051
sky130_fd_sc_hd__nand3_1 | 4 | 0.014
sky130_fd_sc_hd__nor2_1 | 5 | 0.013
sky130_fd_sc_hd__or3_2 | 3 | 0.015
sky130_fd_sc_hd__a211oi_1 | 4 | 0.020
sky130_fd_sc_hd__and4b_1 | 2 | 0.014
sky130_fd_sc_hd__nor3_1 | 5 | 0.017
sky130_fd_sc_hd__dfrtp_1 | 28 | 0.47
sky130_fd_sc_hd__or3b_2 | 3 | 0.018
sky130_fd_sc_hd__or4bb_1 | 2 | 0.015
sky130_fd_sc_hd__or3_1 | 3 | 0.013
sky130_fd_sc_hd__xnor2_1 | 2 | 0.012
sky130_fd_sc_hd__dfxtp_1 | 3 | 0.041
sky130_fd_sc_hd__o211a_1 | 2 | 0.014
sky130_fd_sc_hd__or4_1 | 2 | 0.010
sky130_fd_sc_hd__nand4_1 | 2 | 0.0085
[cell type report]
cell class / instances / share of cell area
Clock buffer: 8 / 0.0453
Inverter: 5 / 0.0106
Multi-Input combinational cell: 83 / 0.379
Sequential cell: 31 / 0.431
Tap cell: 96 / 0.0680
Timing Repair Buffer: 12 / 0.0666
Power and IR drop assume default switching activity.
