==> flow/design.v <==
module uart_tx(
	input	wire 			sclk,
	input	wire 			rst_n,
	input	wire 			pi_flag,
	input	wire 	[7:0]	pi_data,
	output	reg 			tx
	);
parameter CNT_BAUD_MAX = 5207;
reg 	[7:0]	data_reg;
reg 			tx_flag;
reg 	[12:0]	cnt_baud;
reg 			bit_flag;
reg 	[3:0]	bit_cnt;
always @(posedge sclk or negedge  rst_n) begin
	if (rst_n == 1'b0) begin
		data_reg <='d0;
	end
	else if (pi_flag == 1'b1) begin
		data_reg <= pi_data;
	end
end
always @(posedge sclk or negedge rst_n) begin
	if (rst_n == 1'b0) begin
		tx_flag <= 1'b0;
	end
	else if(bit_flag == 1'b1 && bit_cnt == 4'd8) begin
		tx_flag <= 1'b0;
	end
	else if (pi_flag == 1'b1) begin
		tx_flag <= 1'b1;
	end
end
always @(posedge sclk or negedge rst_n) begin
	if (rst_n == 1'b0) begin
		cnt_baud <= 'd0;
	end
	else if(tx_flag == 1'b0)begin
		cnt_baud <='d0;
	end
	else if (tx_flag == 1'b1 && cnt_baud == CNT_BAUD_MAX) begin
		cnt_baud <= 'd0;
	end
	else if (tx_flag == 1'b1) begin
		cnt_baud <= cnt_baud + 1'b1;
	end
end
always @(posedge sclk or negedge rst_n) begin
	if (rst_n == 1'b0) begin
		bit_flag <= 1'b0;
	end
	else if (cnt_baud == CNT_BAUD_MAX -1  && tx_flag == 1'b1) begin
		bit_flag <= 1'b1;
	end
	else begin
		bit_flag <= 1'b0;
	end
end
always @(posedge sclk or negedge rst_n) begin
	if (rst_n == 1'b0) begin
		bit_cnt <= 'd0;
	end
	else if(bit_flag == 1'b1 &&  bit_cnt == 4'd8) begin
		bit_cnt <= 'd0;
	end
	else if (bit_flag == 1'b1) begin
		bit_cnt <= bit_cnt + 1'b1;
	end
end
always @(posedge sclk or negedge rst_n) begin
	if (rst_n == 1'b0) begin
		tx <= 1'b1;
	end
	else if (pi_flag == 1'b1) begin
		tx <= 1'b0;
	end
	else if (bit_cnt<=7 && bit_flag == 1'b1) begin
		tx <= data_reg[bit_cnt];
	end
	else if (bit_flag == 1'b1 && bit_cnt == 4'd8) begin
		tx <= 1'b1;
	end
end
endmodule 
==> flow/run.sh <==
#!/bin/bash
# OpenROAD 26Q1-2900-gdf79404cd8, Yosys 0.63+post, stock flow scripts
make -C /OpenROAD-flow-scripts/flow DESIGN_CONFIG=/design/flow/config.mk WORK_HOME=/design/flow/orfs finish
==> flow/config.mk <==
export PLATFORM = sky130hd
export DESIGN_NAME = uart_tx
export DESIGN_NICKNAME = uart_tx
export VERILOG_FILES = /design/flow/design.v
export SDC_FILE = /design/flow/constraint.sdc
export NUM_CORES = 4
export LEC_CHECK = 1
export CORE_AREA = 10 10 95 95
export DIE_AREA = 0 0 105 105
==> flow/constraint.sdc <==
current_design uart_tx

set clk_period 2.1
set clk_io_pct 0.2

create_clock -name clk0 -period $clk_period [get_ports {sclk}]

set non_clock_inputs [all_inputs -no_clocks]
set_input_delay [expr $clk_period * $clk_io_pct] -clock clk0 $non_clock_inputs
set_output_delay [expr $clk_period * $clk_io_pct] -clock clk0 [all_outputs]
==> flow_summary.toml <==
# yosys + openroad results
[clocking]
cts_resized = 0
postCtsSetupBuffers = 0
clock_sinks = 28
cts.clk_slew.worst_paths_ns = 0.09
clockBufferDepth = 2
htreeDepth = 1
clock_latency_ns = 0.27
cts_tree = "done"
holdBufCountCts = 0
numCtsBuffers = 3
clock-root-buffer = "clkbuf_8"

[critical_path]
arrival_ns = 1.27
worstSetupStartpoint = "tx"
cp_cell_sequence = "clkdlybuf4s50_1"
crit_buf_inv = 1
startpoint_type = "flip-flop"
critPathMaxStageDelay_ns = 0.54
cp-end-kind = "primary output"
crit_family = "flip-flops"
critPathKind = "reg2out"
worst_path_max_delay_cell = "dfstp_2"
path_max_fanout = 2
cp.required_ns = 1.68
crit-reg2reg-launch = "cnt_baud[7]"

[flow_run]
warning_count = 27
max-cap-violations = 0

[cells_and_area]
final_layout_top_logic_cells = "dfrtp_1 (27), nor2_1 (18), clkdlybuf4s50_1 (11)"
drive_gt1_share_pct = 16.5
area_growth_pct = 19.7
final_layout_top_logic_cell = "dfrtp_1"
largest_reg_flops = 13

[synthesis]
yosys_area_sq_um = 1360
logic_family = "simple AND/OR/NAND/NOR gates"
synth-simple-area-share_pct = 18.5
mux_area_share_pct = 10.7
synthesis.area_sq_um = 1360
synthArstFlopShare_pct = 100
yosys_warnings = 1
yosys.area_share.aoi_pct = 5.05
synth_cell_types = 29
xor_area_share_pct = 7.07
yosys_cells = 121
ys_seq_share_pct = 51.5
ys.flop_type = "dfrtp_1"
adder_share_pct = 3.67
edf_count = 0
netlist_instances = 121
avgSynthCellArea_sq_um = 11.3
ys_ff = 28

[global_route]
overflow = 0
antenna_found_initial = 0
track_usage_pct = 4.24
first_global_vias = 883
grt_max_degree = 29
grt_pass1_wl_um = 4150

[hold_path]
hold_class = "reg2reg"
hp-start = "cnt_baud[0]"

[die]
row_count = 30
die_h_um = 105
die_x_um = 105
fp_util_pct = 19.7
io_pins = 12
core_area_sq_um = 6910
dieArea_sq_um = 11000

[routing]
drt_iter0_drc = 6
route.detailed.drc = 0
antennaDiodeCount = 0
vias_per_cell = 3.73
ant_nets = 0
firstDrtPassIters = 2
wl_per_cell_um = 9.77
drt-total-wl_um = 2240
via_count = 854

[final_timing]
setup_viol = 0
finalClockPeriodUsage_pct = 80.7
worst_pin_slew_ns = 0.545
holdWs_ns = 0.486
min_period_ns = 1.69
tns_ns = 0
hold_violations = 0
skew_ns = 0.00249
maxSlewViolCount = 0
rsz0062_at_grt = "false"
slew_headroom_pct = 63.7
fmax_ghz = 0.590

[placement]
portBuffers = 11
hpwl_um = 1620
gp_congestion = 0.749

[power]
power_density_nw_per_um2 = 783
ir_worst_vdd_mv = 0.531
power_leakage_uw = 0.000650

[outcome]
outcome = "complete, no violations"
per-stage QoR:
step           total power (uW)  instances  setup slack [ns]  area (sq um)  utilization (%)
2_1_floorplan               891        121             0.793          1360                -
3_5_place_dp                965        225             0.443          1580             22.8
6_report                   1280        229             0.406          1630             23.6
4_1_cts                    1290        229             0.374          1630             23.6
5_1_grt                    1360        229             0.247          1630             23.6
3_3_place_gp                959        225             0.458          1580             22.8
final timing paths:
| path | end | slack, ns | cells past startpoint |
|---|---|---|---|
| max in group asynchronous | tx | 1.29 | 2 |
| setup / recovery | tx | 0.41 | 1 |
| min in group asynchronous | data_reg[0] | 0.51 | 2 |
| hold reg to reg | cnt_baud[0] | 0.49 | 1 |
| hold / removal | cnt_baud[0] | 0.49 | 1 |
| setup reg to reg | cnt_baud[6] | 0.47 | 4 |
cell families (layout without fill, tap and decap cells):
logic type / after synthesis / in the layout
xor+xnor: 11 / 11
simple gates: 46 / 46
compound gates: 11 / 11
buf+inv: 10 / 22
flops: 28 / 28
fa+ha+maj: 4 / 4
mux: 11 / 11
metal layers:
| layer | vias to the layer above | part of all wire (%) | GRT usage (%) |
|---|---|---|---|
| li1 | 442 | - | - |
| met1 | 406 | 52 | 6.26 |
| met2 | 4 | 46 | 6.67 |
| met3 | 2 | 0.27 | 0.248 |
| met4 | 0 | 1.8 | 0.980 |
| met5 | - | 0 | 0 |
layout make-up:
cell class                      instances  area (sq um)
Multi-Input combinational cell         83           614
Fill cell                             765          5280
Inverter                                6          22.5
Sequential cell                        28           702
Timing Repair Buffer                   12           118
Tap cell                               96           120
Clock buffer                            4          55.1
synthesized netlist by cell type (2+ instances only):
| library cell | n | area share (%) |
|---|---|---|
| dfrtp_1 | 27 | 50 |
| mux4_2 | 2 | 3.3 |
| mux2_2 | 9 | 7.4 |
| ha_1 | 4 | 3.7 |
| nand2_1 | 10 | 2.8 |
| xnor2_1 | 8 | 5.1 |
| nor3_1 | 4 | 1.5 |
| a21oi_1 | 2 | 0.73 |
| xor2_1 | 3 | 1.9 |
| clkbuf_1 | 2 | 0.55 |
| nor2_1 | 18 | 5.0 |
| inv_1 | 6 | 1.7 |
| nand3_1 | 6 | 2.2 |
| o21ai_0 | 5 | 1.8 |
power by group:
part           internal [uW]  switching [uW]
clock                    168             160
combinational            122            93.6
sequential               620             114
No activity file was given, so power comes from the tool's default toggle rates.
